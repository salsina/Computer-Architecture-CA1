**flow/run.sh**
```bash
#!/bin/bash
# OpenROAD 26Q1-2900-gdf79404cd8, Yosys 0.63+post, stock flow scripts
make -C /OpenROAD-flow-scripts/flow DESIGN_CONFIG=/design/flow/config.mk WORK_HOME=/design/flow/orfs finish
```
**flow/config.mk**
```make
export PLATFORM = sky130hd
export DESIGN_NAME = controller
export DESIGN_NICKNAME = controller
export VERILOG_FILES = /design/flow/design.v
export SDC_FILE = /design/flow/constraint.sdc
export NUM_CORES = 4
export LEC_CHECK = 1
export CORE_AREA = 10 10 70 70
export DIE_AREA = 0 0 80 80
```
**flow/constraint.sdc**
```tcl
current_design controller

set clk_period 1.6
set clk_io_pct 0.2

create_clock -name clk0 -period $clk_period [get_ports {clk}]

set non_clock_inputs [all_inputs -no_clocks]
set_input_delay [expr $clk_period * $clk_io_pct] -clock clk0 $non_clock_inputs
set_output_delay [expr $clk_period * $clk_io_pct] -clock clk0 [all_outputs]
```
**flow/design.v**
```verilog
module controller(clk,rst,carryout,start,ldx,ldy,shifty,initcnt,encnt,en_mult_one_bit_y,init_result,ldresult,done);
    input clk,rst,start,carryout;
    output reg ldx,ldy,shifty,initcnt,encnt,en_mult_one_bit_y,init_result,ldresult,done;
    parameter[2:0] idle = 3'b000,starting = 3'b001,loading = 3'b010,enmulty = 3'b011,loadresult = 3'b100,Done = 3'b101;
    reg [2:0] ps,ns;
    always@(posedge clk,posedge rst)begin
      if(rst) begin
            ps <= 3'b000;
        end
      else ps<=ns;
    end
    always@(ps,start)begin
    case(ps)
        idle:ns = start ? starting : idle;
        starting:ns = loading;
        loading:ns = enmulty;
        enmulty:ns = 3'b100;
        loadresult:ns = (carryout==1) ? done : enmulty;
        Done:ns = start ? Done:idle;
    endcase
    end
    always@(ps)begin
    {done,en_mult_one_bit_y ,encnt,shifty,ldx,ldy,ldresult,init_result,initcnt} = 9'b0;
    case(ps)    
        idle: ;
        starting: {initcnt,init_result} =2'b 11;
        loading: {ldx,ldy} = 2'b 11;
        enmulty: en_mult_one_bit_y = 1;
        loadresult: {shifty, encnt, ldresult} = 3'b 111;
        Done: done = 1'b1; 
    endcase
    end
endmodule
```
==> run summary <==
cycle use final -> 95.8%
maxcap violations -> 0
endpoints left unconstrained -> 6
die height -> 80 um
CTS Buf Count -> 3
Pwr Density -> 408 mW/mm2
mux share -> 0%
HPWL Detailed -> 591 um
RSZ-0062 raised after global routing -> no
row cnt -> 21
Final Util -> 16.0%
drt wl/cell -> 9.00 um
clock root buffer -> clkbuf_4
MI comb area -> 149 um2
worst setup path class -> flip-flop to output pin
RD Place Congestion -> 0.670
Dominant combinational family -> simple AND/OR/NAND/NOR gates
share of cells above drive strength 1 -> 54.9%
area of the mapped netlist -> 298 um2
Vias/cell -> 2.93
CP endpoint kind -> output pin
Longest Clk Path Bufs -> 2
count of unclocked register or latch pins -> 3
Flop area -> 124 um2
Synth Warn # -> 1
first-pass GRT wire length -> 1390 um
Die Wd -> 80 um
crit path DRT -> 1.28 ns
Filler cells -> 391
via count -> 284
fmax -> 652 MHz
Worst Path Max Fanout -> 4
Pwr Total -> 0.223 mW
Synth Area in Adders -> 0%
and+or+nand+nor area frac -> 36.6%
gr usage total -> 2.78%
initial antenna violation count -> 0
vias in the first global route -> 284
H-tree Lvls -> 1
Hold Vio Cnt, Final -> 0
area of the core -> 0.00342 mm2
OpenROAD warning count -> 25
Synth Register Bits -> 6
syn_area_per_cell -> 9.93 um2
Antenna Cells -> 0
Netlist cell types -> 19
DP Worst Slack -> -0.0834 ns
Pre-Place Util -> 8.72%
area delta synth->final -> 83.6%
max-slew violations -> 0
# setup viols final -> 0
PortBufs -> 12
Reg clk slew, reported paths -> 0.04 ns
Hold WC Path Type -> input port to asynchronous set/reset pin
Yosys chip area -> 298 um2
Slew HR -> 79.5%
post-synthesis cell count -> 30
yosys cell count -> 30
AO/OA Area Share -> 4.20%
most frequent cells in the layout -> 8 x buf_4, 4 x nor3b_2
Max rail drop VDD -> 0.178 mV
first-iteration detailed-routing DRC count -> 17
status -> finished, final reports clean
fin worst setup slack -> 0.0669 ns
Detailed Routing Iterations Pass 1 -> 2
minimum clock period -> 1.53 ns
GRT overflow -> 0
final cell count without fillers -> 97
WP data arrival -> 1.21 ns
drt total wl -> 873 um
XOR-XNOR Cells, Area Fraction -> 0%
Chip Area -> 0.00640 mm2
CP startpoint kind -> flip-flop
most frequent logic cell in the layout -> buf_4
Least-Margin Pin Slew -> 0.303 ns
Cells after DPL -> 85
CTS tree -> done
# IOs -> 13
antenna-violating nets left -> 0
Hold WS -> 0.263 ns
maximum number of pins on one net before global-route repair -> 8
Lkg Pwr -> 0.252 nW
DRC errors left -> 0
## worst max-delay path, cell delays in order (launching register included)
cell and delay, ns:
dfrtp_2 0.40, buf_6 0.12, nor3b_2 0.16, buf_4 0.14, clkdlybuf4s15_1 0.16
## layout make-up
cell class,instances,area share (%)
clock buffer,4,4.81
inverter,2,1.37
multi-input combinational,16,27.2
sequential,6,22.7
tap,46,10.5
timing repair buffer,23,33.4
## path summary, 6_finish.rpt
path / start / end / slack, ns / cells past startpoint
worst min-delay path: rst / ps[1] / 0.26 / 2
worst max-delay path: ps[1] / init_result / 0.07 / 4
min in group clk0: ps[2] / initcnt / 1.24 / 3
max in group asynchronous: rst / ps[0] / 1.19 / 2
## cell families (layout without fill, tap and decap cells)
kind of cell	after synthesis	in the layout
compound gates	2	2
buf+inv	8	29
latches	3	3
flops	3	3
simple gates	14	14
## cells in the mapped netlist
| master | instances | area share [%] |
|---|---|---|
| a21boi_0 | 1 | 2.5 |
| a21oi_1 | 1 | 1.7 |
| and2_2 | 1 | 2.5 |
| and3b_1 | 1 | 2.9 |
| and4bb_1 | 1 | 4.2 |
| buf_4 | 4 | 10 |
| buf_6 | 1 | 3.8 |
| clkbuf_4 | 1 | 2.5 |
| dfrtp_1 | 3 | 25 |
| dlxtn_1 | 3 | 15 |
| inv_1 | 2 | 2.5 |
| nand2b_1 | 1 | 2.1 |
| nand3b_1 | 1 | 2.5 |
| nor2_1 | 1 | 1.3 |
| nor3_1 | 1 | 1.7 |
| nor3b_1 | 4 | 10 |
| nor4_2 | 1 | 4.2 |
| nor4b_1 | 1 | 2.9 |
| or3_1 | 1 | 2.1 |
## power by group
group | total [mW] | internal, mW | switching [mW]
clock network | 0.134 | 0.0936 | 0.0407
logic | 0.0124 | 0.00791 | 0.00444
registers | 0.0766 | 0.0765 | 0.0000887
## layer usage
metal  routed length (um)  global-route usage, %  vias to the layer above
met3                  127                   2.50                        0
met5                    0                      0                        -
met4                    0                  0.352                        0
met1                  437                   3.81                      134
li1                     -                      -                      139
met2                  309                   3.13                       11
## state kept, by name (all words and copies together), names as in the netlist
signal / count
ps: 3
ns: 3
## what timing repair did
action | CTS | global route
cloned | 0 | 0
resized | 24 | 6
buffers inserted | 6 | 2
hold buffers | 0 | 0
pin swaps | 4 | 2
setup endpoints to repair | 9 | 4
## per-stage QoR
stage          area, um2  TNS [ns]
2_1_floorplan        298         0
4_1_cts              543         0
5_1_grt              547         0
3_5_place_dp         449    -0.239
6_report             547         0
3_3_place_gp         449    -0.229
Power figures rest on the tool's default switching activity, not on a simulated workload.
